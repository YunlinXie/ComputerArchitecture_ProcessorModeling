==> flow/design.v <==
`timescale 1ns/10ps
module ALU(OUT, ZERO, OP1, OP2, OPRN);
input [(32 -1):0] OP1;  
input [(32 -1):0] OP2;  
input [(6 -1):0] OPRN;  
output [(32 -1):0] OUT;  
output ZERO;
reg [(32 -1):0] OUT;
reg ZERO;
always @(OP1 or OP2 or OPRN)
begin
    case (OPRN)
        6'h20 : OUT = OP1 + OP2;  
        6'h22 : OUT = OP1 - OP2;  
        6'h2c : OUT = OP1 * OP2;  
        6'h02 : OUT = OP1 >> OP2;  
        6'h01 : OUT = OP1 << OP2;  
        6'h24 : OUT = OP1 & OP2;  
        6'h25 : OUT = OP1 | OP2;  
        6'h27 : OUT = ~(OP1 | OP2);  
        6'h2a : OUT = OP1 < OP2 ? 1 : 0;  
        default: OUT = 32'hxxxxxxxx;
    endcase
end
always @(OUT)
begin
    ZERO = OUT == 0 ? 1 : 0;
end
endmodule 
==> flow/run.sh <==
#!/bin/bash
# OpenROAD 26Q1-2900-gdf79404cd8, Yosys 0.63+post, stock flow scripts
make -C /OpenROAD-flow-scripts/flow DESIGN_CONFIG=/design/flow/config.mk WORK_HOME=/design/flow/orfs finish
==> flow/config.mk <==
export PLATFORM = sky130hd
export DESIGN_NAME = ALU
export DESIGN_NICKNAME = ALU
export VERILOG_FILES = /design/flow/design.v
export SDC_FILE = /design/flow/constraint.sdc
export NUM_CORES = 4
export LEC_CHECK = 1
export CORE_UTILIZATION = 30
==> flow/constraint.sdc <==
current_design ALU

set clk_period 15.4
set clk_io_pct 0.2

create_clock -name clk0 -period $clk_period

set non_clock_inputs [all_inputs -no_clocks]
set_input_delay [expr $clk_period * $clk_io_pct] -clock clk0 $non_clock_inputs
set_output_delay [expr $clk_period * $clk_io_pct] -clock clk0 [all_outputs]
==> summary.txt <==
run results: detailed-route vias per instance=5.504, Synth cell types=79, Final period util=98.20%, # Cells Yosys=3042, critical path class=in -> out, register share after synthesis=0%, max-cap violation count=0, hold slack=about 7.4 ns, Sw Share=roughly 60%, Worst slew margin=about 30%, Yosys top cell by area=fa_1, Port Buffers=103, Tool Warnings=96, Leak Pwr=12.64 nW, Area Growth Syn to Fin=13.24%, post-route ant nets=0, DR vias=between 20000 and 25000, pin count of the biggest net entering global routing=66, status=finished clean, Critical Path AT=between 10 and 15 ns, CP max stage delay=0.62 ns, Avg Synthesized Cell Area=approximately 7.9 um^2, Post-Route WL=roughly 110000 um, Floorplan Core Area=79000 um^2, post-DP HPWL=86640 um, Die Ht=284.4 um, first-pass GRT wire length=160800 um, Tightest Pin Transition=roughly 1.0 ns, most used cell, CP=fa_1, fmax=~66 MHz, RSZ-0062 raised after global routing=no, slowest stage cell, crit path=or4_4, CP startpoint=OP1[3], grt total ovfl=0, Switch Pwr=5.919 mW, yosys warns=1, Finished Cell Area=between 20000 and 30000 um^2, Finish-stage setup viols=0, worst endpoint required time=12.32 ns, Post-Syn Area=23920 um^2, post-synth top area share=between 30% and 40%, CLK BUF=0, crit path max fanout=5, worst setup path endpoint=ZERO, drt drc=0, top cells by count=nor2_1, inv_1, fa_1, Register Area=0 um^2, Post-Synthesis Cells=3042, final max-slew violation count=0, Post-CTS Hold Fix Bufs=0, vias in the first global route=23460, Worst Setup End Kind=primary output, Total Routing Usage GR=approximately 28%, die area=~81000 um^2, Final Power=9.900 mW, Period minus WS final=15.12 ns, Largest cells by area=fa_1, ha_1, nor2_1, total placed instance area=26860 um^2, multi-input logic area=21400 um^2, VDD IR max=0.0007554 V, post-synth area from yosys stat=23920 um^2, share of layout cells above drive strength 1=roughly 10%, Final GP Congestion=1.033, Filler Cells Inserted=8366, first drt pass iteration count=6, fp_density=a little under a third, top-count cell post-synth=nor2_1, flip-flops=0, initial antenna violation count=3, Top Ports=103, DR iter-0 viols=2022, internal power=~4 mW, Die Width=~280 um, Hold WC Path Type=in -> out, WL/cell=~26 um, Power Density=365.4 nW/um^2, crit start category=primary input, Final Hold Violation Tally=0, FP Rows=just over 100
-- worst min path at each step --
stage | from | to | cells past startpoint
6_report | OP2[2] | OUT[2] | 8
5_1_grt | OP2[2] | OUT[2] | 8
4_1_cts | OP2[2] | OUT[2] | 8
-- per-layer routing --
metal  wire length, um  track usage [%]  part of all wire [%]  vias to the layer above
li1                  -                -                     -                    10130
met1             42890            38.46                    40                    11360
met2             45900            40.29                    42                     1311
met3             13150            11.56                    12                      251
met4              5902            11.88                   5.5                        6
met5               169           0.7143                  0.16                        -
-- worst max-delay path, delay by kind of cell --
kind            cells  cell delay [ns]
simple gates        7             1.90
xor+xnor            1             0.13
fa+ha+maj           9             3.76
compound gates      6             1.41
buf+inv             7             1.74
-- placed cells by master (no fill, tap or decap), types with 10 or more instances in the layout --
master           count
a211o_1             12
a211oi_1            50
a21o_1              25
a21oi_1            106
a221oi_1            10
a31oi_1             46
and3_1              18
buf_4              182
clkdlybuf4s50_1     91
clkinv_1            11
fa_1               410
ha_1               219
inv_1              460
mux2_2              28
mux2i_1             40
mux4_2              51
nand2_1            327
nand2b_1            16
nand3_1             29
nor2_1             470
nor2b_1             12
nor3_1              38
o211ai_1            25
o21a_1              18
o21ai_0            100
o21bai_1            14
o221ai_1            15
o22ai_1             19
or3_1               13
xnor2_1             74
xor2_1              21
-- stage by stage --
step	instances	TNS [ns]	worst slack (ns)	util [%]
after floorplan	3042	0	0.2491	-
after global placement	4173	0	0.1382	34.00
after detailed placement	4173	-0.1080	-0.1080	34.00
after CTS	4175	0	0.05234	34.03
after global routing	4187	0	0.003690	34.28
final	4190	0	0.2766	34.29
-- power groups by stage --
| stage | clock, mW | sequential, mW | combinational [mW] |
|---|---|---|---|
| 5_1_grt | 0 | 0 | 10.8 |
| 4_1_cts | 0 | 0 | 9.72 |
-- timing repair --
item | 4_1_cts | 5_1_grt
setup buffers | 2 | 12
endpoints found under the setup margin | 1 | 1
cloned | 0 | 0
resized | 4 | 23
pin swaps | 0 | 1
-- cell families (layout without fill, tap and decap cells) --
kind of cell | Yosys count | after routing | synth area share [%]
adders and majority gates | 629 | 629 | 45.77
AOI/OAI and AO/OA | 528 | 528 | 14.73
muxes | 120 | 120 | 7.840
and+or+nand+nor | 988 | 988 | 17.40
xor gates and xnor gates | 95 | 95 | 3.478
buffers and inverters | 682 | 777 | 10.79
other | 0 | 3 | 0
-- area by class of cell --
class | count | area share [%]
multi-input combinational | 2360 | 78.99
timing repair buffer | 291 | 9.325
inverter | 486 | 6.813
tap | 1050 | 4.850
antenna | 3 | 0.02771
Power and IR drop assume default switching activity.
