==> design.v <==
`timescale 1ns/10ps
module REGISTER_FILE_32x32(DATA_R1, DATA_R2, ADDR_R1, ADDR_R2, 
                            DATA_W, ADDR_W, READ, WRITE, CLK, RST);
input READ, WRITE, CLK, RST;
input [(32 -1):0] DATA_W;
input [4:0] ADDR_R1, ADDR_R2, ADDR_W;
output [(32 -1):0] DATA_R1;
output [(32 -1):0] DATA_R2;
reg [(32 -1):0] reg_32x32 [0:(32 -1)];
integer i;  
reg [(32 -1):0] data_ret_1;  
reg [(32 -1):0] data_ret_2;  
assign DATA_R1 = ((READ===1'b1)&&(WRITE===1'b0))?data_ret_1:{32{1'bz} };
assign DATA_R2 = ((READ===1'b1)&&(WRITE===1'b0))?data_ret_2:{32{1'bz} };
initial
begin
 for(i=0;i<=(32 -1);i = i + 1)
     reg_32x32[i] = { 32{1'b0} };
end
always @ (negedge RST or posedge CLK)
begin
 if (RST == 1'b0)
 begin
 for(i=0;i<=(32 -1); i = i + 1)
     reg_32x32[i] = { 32{1'b0} };
end
else
begin
 if ((READ===1'b1)&&(WRITE===1'b0))  
 begin
      data_ret_1 = reg_32x32[ADDR_R1];
      data_ret_2 = reg_32x32[ADDR_R2];
 end
 else if ((READ===1'b0)&&(WRITE===1'b1))  
      reg_32x32[ADDR_W] = DATA_W;
end
end
endmodule
==> run.sh <==
#!/bin/bash
# OpenROAD 26Q1-2900-gdf79404cd8, Yosys 0.63+post, stock flow scripts
make -C /OpenROAD-flow-scripts/flow DESIGN_CONFIG=/design/flow/config.mk WORK_HOME=/design/flow/orfs finish
==> config.mk <==
export PLATFORM = sky130hd
export DESIGN_NAME = REGISTER_FILE_32x32
export DESIGN_NICKNAME = REGISTER_FILE_32x32
export VERILOG_FILES = /design/flow/design.v
export SDC_FILE = /design/flow/constraint.sdc
export NUM_CORES = 4
export LEC_CHECK = 1
export CORE_UTILIZATION = 40
==> constraint.sdc <==
current_design REGISTER_FILE_32x32

set clk_period 1.9
set clk_io_pct 0.2

create_clock -name clk0 -period $clk_period [get_ports {CLK}]

set non_clock_inputs [all_inputs -no_clocks]
set_input_delay [expr $clk_period * $clk_io_pct] -clock clk0 $non_clock_inputs
set_output_delay [expr $clk_period * $clk_io_pct] -clock clk0 [all_outputs]
==> metrics.cfg <==
[layout]
final_cell_area_um2 = 71700
final_util = 0.544
drive_gt1_frac = 0.471
fillers = 11070
synthToLayoutAreaGrowth_pct = 34.6

[setup_path]
required_ns = 2.40
cp_max_fo = 2
crit_path_end_kind = register
cpPeakStageDelay_ns = 0.41
cp-start-kind = register
cp_slowest_cell = dfrtp_1
critPathBufInv = 0
worstPathArrival_ns = 2.50
path_cells = mux2i_4 > or4_4 > o311ai_4 > a221oi_4 > nand2_1 > o32a_1
path_class = reg2reg
path_delay_family = AND-OR/OR-AND gates

[power_and_ir_drop]
ir_drop_uv = 788
powerDensity_nw_per_um2 = 883
p_leak_nw = 32.4

[route]
vias_per_cell = 6.81
drtAntennaViolNets = 0
route.detailed.drc = 0
vias = 48232
drt_first_pass_iters = 7
wl_per_cell_um = 45.2
detail_route.iter0.violations = 5370
drt_wl_total_um = 320000

[synth]
synth.distinct_cells = 70
netlist_logic_family_top = multiplexers
async_reset_ff_frac = 0.941
ys_cells = 4394
ys_sh_adder = 0
aoi_share = 0.153
ys_seq_frac = 0.517
syn_area_um2 = 53300
yosysTopAreaCellShare = 0.481
simple_gate_share = 0.0665
synthMuxAreaShare = 0.228
syn_inst = 4394
ys_top_cells_by_area = dfrtp_1 (48%), mux2_2 (22%), a22oi_1 (11%)
synth.avg_cell_area_um2 = 12.1
synth-edff-count = 64
yosys.area.top_type = dfrtp_1
ys.flop_type = dfrtp_1
ys_chip_area_um2 = 53300
yosys.area_share.xor_xnor = 0
ys_ff = 1088
synth-warning-count = 4

[global_route]
grt_use_total = 0.495
antenna_found_initial = 13
grt_pass1_vias = 47846
grt_max_degree = 74
gr-total-overflow = 0
grt_first_pass_wirelength_um = 428000

[flow_run]
warnings = 30
timing.max_cap.violations = 0

[place]
dpl.hpwl_um = 225000
portBuffers = 114
gp_congestion = 1.06
place_area_um2 = 65300

[clock_tree]
clock_latency_ns = 0.77
cts_sinks = 1088
cts_root_buf = clkbuf_16
cts_buffers = 118
path_clk_slew_ns = 0.07
clockBufferDepth = 3
ctsHtreeMaxLevel = 3
cts_tree = yes

[final_timing]
finalCriticalPeriod_ns = 2.00
hold_viol_final = 9
worst_slack_ns = -0.0984
max_freq_mhz = 500
finalCritPeriodShare = 1.05
worst_pin_slew_ns = 0.769
setup_violations = 12
rsz0062_at_grt = yes
drv_slew = 0
hold_ws_ns = -0.0137
fin_skew_ns = 0.0330
relSlewSlack = 0.487

[floorplan]
dieArea_um2 = 135000
die_h_um = 367
num_rows = 133
die_w_um = 367
fp_util = 0.404
core-area_um2 = 132000
io_pins = 115

[outcome]
violations = hold timing, setup timing
status = finished, violations left

[hold_path]
hp-class = in2async

-- where the power goes --
part	total, mW	internal (mW)	switching (mW)
clock	25.5	15.0	10.5
sequential	29.6	26.4	3.23
combinational	8.17	4.12	4.05
-- repair_timing --
| action | 4_1_cts | 5_1_grt |
|---|---|---|
| hold endpoints to repair | 126 | 0 |
| gates resized | 191 | 108 |
| cloned | 6 | 2 |
| pin swaps | 41 | 60 |
| setup buffers | 76 | 29 |
| setup endpoints to repair | 128 | 372 |
-- worst min-delay path, delay by kind of cell --
kind                   cells  cell delay [ns]
buffers and inverters      3             0.78
-- logic make-up after synthesis --
group,Yosys count
AND-OR/OR-AND,1078
buffers and inverters,427
flip-flops,1088
multiplexers,1082
AND/OR/NAND/NOR,719
-- cell usage after synthesis (6+ instances only) --
cell and count:
nor2_2 8, o22a_1 6, o32a_1 21, edfxtp_1 64
inv_1 7, and3_1 19, nand3b_1 10, nor3_1 60
nor4_1 23, and2_1 9, nand2_1 208, buf_4 24
o21ai_0 27, nand3_1 52, or3_1 14, a22o_1 42
o2bb2ai_1 6, a21oi_1 75, nand4_1 102, and4_1 9
a2111oi_0 10, o22ai_1 6, nor2b_1 12, a222oi_1 26
a221oi_1 43, a22oi_1 748, buf_1 60, nand2b_1 12
a32oi_1 11, mux2_2 1032, mux2i_1 49, clkbuf_1 176
dfrtp_1 1024, nor2_1 155, buf_2 158, a31oi_1 18
-- layout make-up --
cell class	instances	area (um2)	area share
Antenna cell	14	35.0	0.000489
Timing Repair Buffer	1113	12400	0.173
Sequential cell	1088	27600	0.384
Tap cell	1755	2200	0.0306
Clock buffer	157	3350	0.0467
Multi-Input combinational cell	2880	25200	0.352
Clock inverter	66	918	0.0128
Inverter	7	26.3	0.000367
-- stage by stage --
step | setup TNS (ns) | setup WS (ns) | instances | total power, mW | hold WS (ns)
6_report | -0.522 | -0.0984 | 7080 | 63.3 | -0.0137
5_1_grt | -0.453 | -0.106 | 7066 | 65.0 | 0.0489
4_1_cts | -4.14 | -0.137 | 7038 | 63.0 | -0.0393
3_5_place_dp | -537.11 | -1.26 | 6736 | 37.4 | 0.518
3_3_place_gp | -548.21 | -1.30 | 6736 | 37.3 | 0.511
2_1_floorplan | -2.04 | -0.159 | 4394 | 32.5 | 0.0844
-- final timing paths --
kind | slack [ns] | cells after the start | end | start
hold reg to reg | 0.53 | 1 | reg_32x32[4][27]$_DFFE_PN0P_ | reg_32x32[4][27]$_DFFE_PN0P_
setup / recovery | -0.1 | 6 | data_ret_2[2]$_DFFE_PP_ | reg_32x32[21][2]$_DFFE_PN0P_
hold / removal | -0.01 | 3 | reg_32x32[22][9]$_DFFE_PN0P_ | RST
setup reg to reg | -0.1 | 6 | data_ret_2[2]$_DFFE_PP_ | reg_32x32[21][2]$_DFFE_PN0P_
max in group asynchronous | 0.98 | 4 | reg_32x32[16][26]$_DFFE_PN0P_ | RST
min in group clk0 | 0.37 | 3 | data_ret_1[27]$_DFFE_PP_ | RST
-- per-layer routing --
layer | vias to the layer above | GRT usage | share of wire
li1 | 18672 | - | -
met1 | 24800 | 0.664 | 0.37
met2 | 3682 | 0.650 | 0.40
met3 | 1057 | 0.286 | 0.16
met4 | 21 | 0.241 | 0.068
met5 | - | 0.0128 | 0.0012
-- registers in the layout, summed over array words and instances (netlist names) --
signal	count
data_ret_2	32
data_ret_1	32
reg_32x32	1024
-- layout by cell type, fill, tap and decap left out, drive strengths merged, types with 23 or more instances in the layout --
master,n
a21oi,75
a221oi,45
a222oi,26
a22o,42
a22oi,748
buf,1000
clkbuf,161
clkdlybuf4s50,39
clkinv,33
dfrtp,1024
dlygate4sd2,57
edfxtp,64
mux2,1032
mux2i,49
nand2,209
nand3,53
nand4,102
nor2,164
nor3,61
nor4,23
o21ai,27
Power is estimated from default activity; no workload was simulated.
